## design/flow/design.v

```verilog
module init_lcd (dataA, dataB, result,clk, clk_en, reset, start, done, read_write, register_select, enable_op, data_out);
	input clk, clk_en, reset, start;
	input [31:0] dataA, dataB;
	output read_write;
	output reg [7:0] data_out;
	output reg [31:0] result;
	output reg register_select, enable_op, done;
	reg [1:0] state;
	reg [31:0] counter;
	parameter idle_state = 2'b00, busy_state = 2'b01, end_state = 2'b11;  
	assign read_write = 1'b0;
	always @ (posedge clk) begin
		if (reset) begin
			counter <= 32'd0;
			register_select <= 1'b0;
			state <= idle_state;
			result <= 32'd0;
			data_out <= 8'b0;
			done <= 1'b0;
			enable_op <= 1'b1;
		end
		else begin
			if (clk_en) begin
				case (state) 
					idle_state: begin
						done <= 1'b0;
						enable_op <= 1'b1;
						if(start) begin
							register_select <= dataA [0];
							data_out <= dataB [7:0];
							counter <= 32'd0;
							state <= busy_state;
						end
					end 
					busy_state: begin
						if (counter < 32'd100000) begin
							counter <= counter + 32'd1;
						end
						else begin
							counter <= 32'd0;
							state <= end_state;
							enable_op <= 1'b0;
						end 
					end
					end_state: begin
						if (counter < 32'd100000) begin
								counter <= counter + 32'd1;
							end
							else begin
								result <= 32'd1;
								done <= 1'b1;
								state <= idle_state;
							end 
					end
				endcase
			end
		end
	end
endmodule
```

## design/flow/run.sh

```bash
#!/bin/bash
# OpenROAD 26Q1-2900-gdf79404cd8, Yosys 0.63+post, stock flow scripts
make -C /OpenROAD-flow-scripts/flow DESIGN_CONFIG=/design/flow/config.mk WORK_HOME=/design/flow/orfs finish
```

## design/flow/config.mk

```make
export PLATFORM = sky130hd
export DESIGN_NAME = init_lcd
export DESIGN_NICKNAME = init_lcd
export VERILOG_FILES = /design/flow/design.v
export SDC_FILE = /design/flow/constraint.sdc
export NUM_CORES = 4
export LEC_CHECK = 1
export CORE_UTILIZATION = 40
```

## design/flow/constraint.sdc

```tcl
current_design init_lcd

set clk_period 4.4
set clk_io_pct 0.2

create_clock -name clk0 -period $clk_period [get_ports {clk}]

set non_clock_inputs [all_inputs -no_clocks]
set_input_delay [expr $clk_period * $clk_io_pct] -clock clk0 $non_clock_inputs
set_output_delay [expr $clk_period * $clk_io_pct] -clock clk0 [all_outputs]
```

==> flow_summary.yaml <==
# flow metrics
clock_network:
  clock-sinks: 47
  cts_resized: 0
  cts_post_setup_buffers_inserted: 0
  htree_levels: 2
  cts_max_path_buffers: 2
  insertion_delay_ps: 300
  worst_setup_hold_path_clk_slew_ps: 90
  cts.hold.buffers_added: 0
  root_buffer: "sky130_fd_sc_hd__clkbuf_8"
  cts_tree: "done"
  tritoncts.num_buffers: 5
grt:
  grt.met2_usage_pct: 23.98
  antenna_found_initial: 0
  grt.met1_usage_pct: 26.41
  global_route.overflow_total: 0
  grt_pass1_wl_um: 7907
  grt_max_degree: 29
  first_global_vias: 1629
  top_usage_layer: "met1"
  globalRouteMet3Util_pct: 3.584
  globalRouteTotalUtil_pct: 16.49
critical_path:
  critical_path_required_ps: 4600
  path_delay_family: "buffers and inverters"
  cp-endpoint: "counter[21]$_SDFFE_PP0P_"
  timing.reg2reg.worst_path_depth: 6
  crit_start: "clk_en"
  timing.critical_path.from_type: "primary input"
  worst-endpoint-arrival_ps: 3010
  critical_path_class: "in -> reg"
  worst_setup_path_end_kind: "flop"
  worst_r2r_endpoint: "counter[11]$_SDFFE_PP0P_"
  timing.reg2reg.setup_slack_ps: 1930
  cell_occurring_most_often_along_the_worst_timing_path: "sky130_fd_sc_hd__buf_4"
  reg2reg_from: "counter[11]$_SDFFE_PP0P_"
  worst-path-buf-inv: 3
  critPathSlowestCell: "sky130_fd_sc_hd__clkdlybuf4s50_1"
  critical_path_depth: 8
  cp_cell_sequence: "clkdlybuf4s50_1 > o311ai_0 > buf_4 > a311oi_1 > nor2_1 > buf_4 > a21o_1 > and2_1"
  cp_slowest_stage_delay_ps: 630
  crit_path_max_fanout: 15
timing:
  hold_viol_final: 0
  final_setup_margin_ps: 1591
  timing.max_slew.rel_slack_pct: 42.39
  sum_of_negative_setup_slack_ps: 0
  timing.final.crit_period_ps: 2809
  tcrit_tclk_final_pct: 63.85
  setup_viol: 0
  final-max-slew-violation-count: 0
  fmaxAchievable_mhz: 355.9
  fin_worst_skew_ps: 2.060
  max_slew.worst_pin.slew_ps: 857.1
  grt_setup_unrepaired: "no"
detailed_routing:
  num_antenna_cells: 0
  drc: 0
  detailedRoute.firstPassIterationCount: 6
  drt-wirelength-per-cell_um: 12.50
  vias_after_detailed_routing: 1861
  drt-vias-per-instance: 5.057
  routed_wirelength_um: 4601
  ant_nets: 0
  drt_first_iter_violations: 130
power_and_ir_drop:
  leakagePower_nw: 0.9197
  totalPowerFinal_mw: 0.7634
  peak_ir_drop_on_the_vdd_network_uv: 136.1
  power_density_nw_per_um2: 301.1
final_layout:
  fillCellCount: 566
  storage_cell_area_um2: 940.9
  layout.area.comb_um2: 1134
  final_layout_size_suffix_gt1_share_pct: 6.081
  area.growth.synth_to_final_pct: 11.07
  layout_top_cells_excl_fill_tap: "sky130_fd_sc_hd__dfxtp_1 (47), sky130_fd_sc_hd__nand2_1 (36), sky130_fd_sc_hd__conb_1 (32)"
  lay_top_count: "sky130_fd_sc_hd__dfxtp_1"
  final-instance-count-excl-fill: 368
die:
  chip_width_um: 77.54
  initial_utilization_pct: 41.45
  die_h_um: 77.54
  core.rowCount: 27
  design.die.area_um2: 6012
  core_outline_area_um2: 5507
  ios: 112
synth:
  post_synth_inst_count: 272
  ys_cells: 272
  async_flop_share_pct: 0
  edf_count: 0
  yosys_area_um2: 2282
  netlist_area_before_placement_um2: 2282
  synthDistinctLibCells: 47
  synth.yosys.warnings: 1
  flop_cell: "sky130_fd_sc_hd__dfxtp_1"
  postSynthAreaPerCell_um2: 8.390
  numSynthFlops: 47
  ys_seq_share_pct: 41.23
hold_path:
  hold_path.class: "reg -> reg"
place:
  dp.cells: 360
  port_buffers: 24
  gpl.final_weighted_congestion: 0.8493
  place_ws_ps: 1273
  hpwlAfterDp_um: 3234
run:
  max_cap_viol_count: 0
  stage_log_warnings: 80
run_status:
  status: "finished clean"
-- worst min path at each step --
stage,endpoint,startpoint,slack (ps),depth (start not counted)
finish,register_select$_SDFFE_PP0P_,register_select$_SDFFE_PP0P_,460,2
global route,data_out[2]$_SDFFE_PP0P_,data_out[2]$_SDFFE_PP0P_,480,2
CTS,register_select$_SDFFE_PP0P_,register_select$_SDFFE_PP0P_,460,2
-- worst reg2reg max path, delay by kind of cell, from the launching register on --
family             cells  cell delay [ps]
AOI/OAI and AO/OA      3              540
and+or+nand+nor        3             1460
DFF                    1              420
-- flip-flops by register name, indices dropped and copies added, names as in the netlist --
signal           cells
counter             32
data_out             8
state                3
done                 1
enable_op            1
register_select      1
result               1
-- Yosys cell counts (all sizes together) (2+ instances only) --
master  number  area [um^2]
dfxtp       47        940.9
buf         38        290.3
nand2       36        135.1
a21oi       29        145.1
and2        16        101.4
nor2        15        56.30
nand3        9        45.04
nand4        8        50.05
nor4         7        65.06
nor3         6        30.03
o21ai        6        30.02
a31oi        5        31.28
inv          5        18.77
nand2b       5        31.28
clkbuf       4        15.01
a211o        3        26.28
a211oi       3        22.52
o22ai        3        18.77
or4          3        22.52
a21o         2        15.01
nand3b       2        15.01
or3          2        13.77
-- cells by family (layout without fill, tap and decap cells) --
family / count (synthesis) / count (layout) / share of synthesized area [%]
AND-OR/OR-AND: 61 / 61 / 17.00
adder cells (fa/ha/maj): 1 / 1 / 0.5482
buffers and inverters: 47 / 40 / 14.20
flip-flops: 47 / 47 / 41.23
multiplexers: 1 / 1 / 0.4386
other: 1 / 32 / 0.1643
AND/OR/NAND/NOR: 114 / 114 / 26.43
-- where the power goes --
part	leakage [nW]	total (mW)	switching, mW	internal, mW
clock	0.0418	0.269	0.154	0.114
sequential	0.380	0.435	0.00467	0.430
combinational	0.498	0.0597	0.0310	0.0287
-- area by class of cell --
type / instances / share of cell area [%]
clock buffers: 6 / 2.863
clock inverters: 2 / 0.6417
inverters: 5 / 0.7404
multi-input cells: 209 / 44.72
flip-flops and latches: 47 / 37.12
well taps: 72 / 3.554
repair buffers: 27 / 10.37
-- metal layers --
layer / routed length, um / vias to the layer above / part of all wire (%)
met5: 0 / - / 0
met2: 2011 / 43 / 44
met1: 2316 / 868 / 50
li1: - / 942 / -
met4: 59 / 0 / 1.3
met3: 215 / 8 / 4.7
-- per-stage QoR --
stage	utilization [%]	hold WS [ps]	cell area, um^2
6_report	46.04	457.9	2535
5_1_grt	46.04	480.9	2535
4_1_cts	46.04	461.1	2535
3_5_place_dp	44.42	445.0	2446
3_3_place_gp	44.42	441.9	2446
2_1_floorplan	-	413.0	2399
Power is estimated from default activity; no workload was simulated.
