### flow/config.mk
export PLATFORM = sky130hd
export DESIGN_NAME = initialize_lcd
export DESIGN_NICKNAME = initialize_lcd
export VERILOG_FILES = /design/flow/design.v
export SDC_FILE = /design/flow/constraint.sdc
export NUM_CORES = 4
export LEC_CHECK = 1
export CORE_AREA = 10 10 70 70
export DIE_AREA = 0 0 80 80
### flow/constraint.sdc
current_design initialize_lcd

set clk_period 2.0
set clk_io_pct 0.2

create_clock -name clk0 -period $clk_period [get_ports {clk}]

set non_clock_inputs [all_inputs -no_clocks]
set_input_delay [expr $clk_period * $clk_io_pct] -clock clk0 $non_clock_inputs
set_output_delay [expr $clk_period * $clk_io_pct] -clock clk0 [all_outputs]
### flow/design.v
module initialize_lcd (
	dataa,
	datab,
	result,
	clk,
	clk_en,
	start,
	reset,
	done,
	lcd_enable,
	lcd_rs,
	lcd_rw,
	lcd_data
);
input [31:0] dataa;
input [31:0] datab;  
input clk;
input clk_en;
input start;
input reset;
output reg [31:0] result;
output reg done;
output reg lcd_rs;
output lcd_rw;
output reg [7:0] lcd_data;
output reg lcd_enable;
localparam functionSet = 2'b00, EntryMode = 2'b01, Display = 2'b10,  finish = 2'b11;
reg [2:0] state;
reg [23:0] counter = 24'h000000;
assign lcd_rw = 1'b0;
always @ (posedge clk or posedge reset) begin
	if(reset) begin
		counter <= 16'd0;
		state   <= 3'b0;
		lcd_rs  <= 1'b0;
		lcd_enable  <= 1'b0;
		lcd_data  <= 8'b00000000;
	end 
	else begin
				case (state)
					functionSet:begin
						done <= 1'b0;
						lcd_enable <= 1'b0;
						lcd_rs <= 1'b0;
						lcd_data <= 8'b00111000;
						counter <= 16'd0;
						state <= EntryMode;
					end
					EntryMode:begin 
						done <= 1'b0;
						lcd_enable <= 1'b0;
						lcd_rs <= 1'b0;
						lcd_data <= 8'b00000110;
						state <= Display;
					end 
					Display:begin 
						done <= 1'b1;
						lcd_enable <= 1'b1;
						lcd_rs <= 1'b1;
						lcd_data <= 8'b00001111;
						state <= finish;
					end
					finish:begin 
						done <= 1'b1;
						lcd_enable <= 1'b0;
						lcd_rs <= 1'b0;
						result <= 1'b1;
					end
				endcase
		end 
	end 
endmodule
### flow/run.sh
#!/bin/bash
# OpenROAD 26Q1-2900-gdf79404cd8, Yosys 0.63+post, stock flow scripts
make -C /OpenROAD-flow-scripts/flow DESIGN_CONFIG=/design/flow/config.mk WORK_HOME=/design/flow/orfs finish
==> impl_metrics.py <==
# Generated from Yosys and OpenROAD reports
metrics = {
    "hold_path": {
        "min_path_type": "input pin to asynchronous set/reset pin",
    },
    "final_layout": {
        "area_growth_pct": 5.731,
        "n_fill_cell": 368,
        "instances_no_fill": 120,
        "drive_gt1_frac": 0.1216,
    },
    "detailed_routing": {
        "vias_per_cell": 2.658,
        "antennaDiodeCount": 0,
        "avgRoutedWirePerCell_microns": 8.625,
        "drtIter0Drc": 24,
        "via_count": 319,
        "drt-total-wl_microns": 1035,
        "drc": 0,
        "ant_nets": 0,
        "firstDrtPassIters": 2,
    },
    "placed_design": {
        "portBuffers": 10,
        "place.gp.congestion": 0.7291,
        "numPlacedInstances": 116,
        "dp_hpwl_microns": 915,
    },
    "final_timing": {
        "hold_viol": 0,
        "timing.final.crit_share": 0.7438,
        "period_needed_ps": 1488,
        "tns_ps": 0,
        "fmax_mhz": 672.2,
        "slew_viol_final": 0,
        "setup_viol": 0,
        "fin_worst_skew_ps": 3.685,
        "rsz0062_at_grt": "false",
    },
    "pwr": {
        "p_total_w": 0.0004235,
        "irDropWorstVdd_uv": 120.9,
        "power.leakage_nw": 0.3248,
        "power_density_mw_per_mm2": 632.7,
    },
    "global_routing": {
        "antenna_found_initial": 0,
        "grt_pass1_vias": 364,
        "grt_pass1_wl_microns": 1524,
        "grt_overflow_total": 0,
        "grt.total_usage": 0.02731,
        "grt_start_max_net_pins": 10,
    },
    "synthesis": {
        "synth-seq-cells": 10,
        "ys_types": 15,
        "yosysWarnings": 1,
        "synth.area.top_cells": "buf_4, dfrtp_1, edfxtp_1",
        "synth-edff-count": 1,
        "ys_area_sq_um": 633.1,
        "synthCells": 64,
        "top_cells_by_count": "buf_4, dfrtp_1, nor2_1",
        "syn_avg_cell_area_sq_um": 9.892,
        "ys_cells": 64,
        "yosys.area.top_type": "buf_4",
        "synth_area_sq_um": 633.1,
        "synth_dominant_cell_count": "buf_4",
        "ys_async_sr_fraction": 0.9000,
        "postSynthSeqShare": 0.4051,
        "synth.top_cell.area_share": 0.4506,
        "synth-main-ff-cell": "dfrtp_1",
    },
    "clocking": {
        "clk_pin_slew_ps": 60,
        "postCtsHoldBufs": 0,
        "post_cts_buffers": 0,
        "ctsHtreeMaxLevel": 1,
        "clock-sinks": 10,
        "postCtsResizedCells": 0,
        "cts-root-buf": "clkbuf_4",
        "cts_made_buffers": 3,
        "clock_latency_ps": 260,
        "cts_tree": "built",
        "clk_path_buf_depth": 2,
    },
    "flow_run": {
        "drv_cap": 0,
        "warnings": 91,
    },
    "critical_path": {
        "end_kind": "output port",
        "path_class": "flop to output port",
        "crit_family": "buffers and inverters",
        "cpPeakStageDelay_ps": 470,
        "arrival_ps": 1090,
        "crit_chain": "clkdlybuf4s50_1",
        "crit_path_top_delay_cell": "clkdlybuf4s50_1",
        "crit_required_ps": 1600,
        "path_buffers": 1,
        "crit_path_start_kind": "flop",
        "crit_fanout": 3,
    },
    "floorplanning": {
        "num_rows": 21,
        "fp.coreArea_sq_mm": 0.003416,
        "initCoreUtil": 0.1853,
        "fp.dieW_microns": 80,
        "io_pins": 112,
        "dieHeight_microns": 80,
        "die-area_sq_mm": 0.006400,
    },
    "outcome": {
        "status": "completed",
    },
}
==> per-layer routing <==
layer | vias to the layer above | routed length (microns) | global-route usage
li1 | 143 | - | -
met1 | 147 | 438 | 0.03605
met2 | 27 | 494 | 0.04575
met3 | 2 | 76 | 0.001136
met4 | 0 | 25 | 0.01056
met5 | - | 0 | 0
==> worst register-to-register path: cells and delay by family, from the launching register on <==
family / cells / cell delay (ps)
compound gates: 1 / 130
flops: 1 / 600
simple gates: 1 / 80
==> registers in the layout, indices dropped and copies added (netlist names) <==
name and cells:
state 4, lcd_data 4, done 1, lcd_rs 1
==> through the flow <==
stage | hold WS, ps | utilization | area (sq um) | worst slack, ps
2_1_floorplan | 227.2 | - | 760.7 | 963.3
3_3_place_gp | 441.5 | 0.1853 | 633.1 | 749.4
3_5_place_dp | 445.1 | 0.1853 | 633.1 | 748.5
4_1_cts | 447.3 | 0.1960 | 669.4 | 485.9
5_1_grt | 461.8 | 0.1960 | 669.4 | 461.1
6_report | 440.7 | 0.1960 | 669.4 | 512.4
==> placed cells by master, fill, tap and decap left out, drive strengths merged <==
master	Yosys	routed
conb	2	36
clkdlybuf4s50	0	10
dfrtp	8	8
nor2	5	5
clkbuf	0	4
inv	2	2
o21ai	1	1
o21bai	1	1
o21a	1	1
or2	1	1
a21oi	1	1
nor4	1	1
a21o	1	1
edfxtp	1	1
dfstp	1	1
==> final timing paths <==
kind	from	end	slack [ps]	depth (start not counted)
max	lcd_rs$_DFFE_PP0P_	lcd_enable	510	1
min	reset	state[3]$_DFF_PP0_	440	2
max reg2reg	state[0]$_DFF_PP1_	done$_DFFE_PP_	910	2
min reg2reg	state[0]$_DFF_PP1_	state[2]$_DFF_PP0_	450	0
max in group asynchronous	reset	state[0]$_DFF_PP1_	1270	2
min in group clk0	state[0]$_DFF_PP1_	state[2]$_DFF_PP0_	450	0
==> report_power, final <==
part	leakage [nW]	switching (W)	internal (W)
clock network	0.0210	0.0000635	0.000110
registers	0.108	0.00000777	0.000214
logic	0.196	0.0000126	0.0000159
==> cells by family after synthesis <==
group | synth area share
compound gates | 0.05732
buf+inv | 0.4624
flops | 0.4051
other cells | 0.01186
simple gates | 0.06324
==> final cells by class <==
class	instances	area, sq um	area share
sequential	10	256.5	0.3832
multi-input combinational	48	211.5	0.3159
timing repair buffer	10	100.1	0.1495
clock buffer	4	36.28	0.05421
inverter	2	7.507	0.01121
tap	46	57.56	0.08598
Power figures rest on the tool's default switching activity, not on a simulated workload.
