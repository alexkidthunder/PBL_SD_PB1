`design/flow/design.v`:
```
module lcd(
  clk_en,
  rs,
  e,
  d
);
parameter STATE00 = 2'b00;
parameter STATE01 = 2'b01;
parameter STATE02 = 2'b10;
parameter DONE    = 2'b11;
input clk_en;
output rs;
output e;
output [7:0] d;
reg rs = 1'b0;
reg e = 1'b0;
reg d = 8'b00000000;
reg [1:0] state = 2'b00;
reg [23:0] count = 24'h000000;
always @(posedge clk_en) begin
  case (state)
    STATE00: begin                        
      if (count == 24'h000000) begin       
        rs <= 1'b1;                        
        d  <= 8'h48;                       
        count <= count + 24'h000001;       
      end  
      else if (count == 24'h000005) begin  
        count <= 24'h000000;               
        state <= STATE01;                  
      end
      else begin                           
        count <= count + 24'h000001;       
      end
    end
    STATE01: begin                        
      if (count == 24'h000000) begin       
        e <= 1'b1;                         
        count <= count + 24'h000001;       
      end
      else if (count == 24'h000019) begin  
        count <= 24'h000000;               
        state <= STATE02;                  
      end
      else begin                           
        count <= count + 24'h000001;       
      end
      end
    STATE02: begin
      if (count == 24'h000000) begin       
        e <= 1'b0;                         
        count <= count + 24'h000001;       
      end
      else if (count == 24'h000FA0) begin  
        count <= 24'h000000;               
        state <= DONE;                     
      end
      else begin                           
        count <= count + 24'h000001;       
      end
    end
    DONE: ;
    default: ;
  endcase 
end
endmodule
```
`design/flow/run.sh`:
```
#!/bin/bash
# OpenROAD 26Q1-2900-gdf79404cd8, Yosys 0.63+post, stock flow scripts
make -C /OpenROAD-flow-scripts/flow DESIGN_CONFIG=/design/flow/config.mk WORK_HOME=/design/flow/orfs finish
```
`design/flow/config.mk`:
```
export PLATFORM = sky130hd
export DESIGN_NAME = lcd
export DESIGN_NICKNAME = lcd
export VERILOG_FILES = /design/flow/design.v
export SDC_FILE = /design/flow/constraint.sdc
export NUM_CORES = 4
export LEC_CHECK = 1
export CORE_UTILIZATION = 30
```
`design/flow/constraint.sdc`:
```
current_design lcd

set clk_period 4.3
set clk_io_pct 0.2

create_clock -name clk0 -period $clk_period [get_ports {clk_en}]

set non_clock_inputs [all_inputs -no_clocks]
set_input_delay [expr $clk_period * $clk_io_pct] -clock clk0 $non_clock_inputs
set_output_delay [expr $clk_period * $clk_io_pct] -clock clk0 [all_outputs]
```
==> run summary <==
Notes on the physical implementation.

- The sum of negative setup slack is 0 ns, for reference.
- The met3 layer usage reported by global route is 2.668%, for reference.
- The setup slack of the worst register-to-register path is 1.77 ns, for reference.
- The number of detailed-route iterations in the first pass is 4, for reference.
- TritonRoute output was used to compute an average wire per cell of 11.63 um.
- The flow measured a signed area growth from synthesis to layout of 7.275%.
- The number of max-cap violations is 0, for reference.
- The number of antenna violations at the first check in global routing came to 0.
- The final hold violation count is 0, for reference.
- The switching power total is 81.18 uW, for reference.
- Cells with a size suffix above 1 make up 10.86% of the layout.
- The chip area is 6392 sq um, for reference.
- The TritonCTS buffer count is 3, for reference.
- The final cycle utilization of the critical path is approximately three fifths, for reference.
- met1 track demand over resource after global routing is between 10% and 20%.
- The share of synthesized area in the top cell type comes to a little under half.
- The repair_antennas step left the layout with diodes totalling 0.
- The layer with the highest usage is met2, for reference.
- The number of library cell types mapped by synthesis is 35, for reference.
- The routed layout has about 1200 vias.
- The H-tree depth is 1, for reference.
- Summed over all routing layers, the global router reports a total usage of a little over a tenth.
- The hold-fix buffer count after cts is 0, for reference.
- Sequential cells account for 58.9% of the total power.
- The share of flip-flops with an asynchronous set or reset is 0%, for reference.
- For the worst setup path, the data arrival time is 2.55 ns.
- The highest achievable clock rate is 0.3945 GHz, for reference.
- For reference, the critical path is launched at count[17]$_DFFE_PP_.
- The via density per instance is 4.668, for reference.
- Looking at area per cell type in the netlist, the leader is sky130_fd_sc_hd__edfxtp_1.
- After synthesis, the design contains 173 cells according to Yosys.
- The count of state elements after synthesis is 28, for reference.
- The number of I/O port buffers is 4, for reference.
- The clock network is responsible for between 40% and 50% of the overall power.
- The cell resize tally after clock tree synthesis is 0, for reference.
- In this run the horizontal extent of the chip is about 80 um.
- The path type of the worst setup path is reg -> reg, for reference.
- The number of cells on the worst hold path is 2, for reference.
- The height of the die is 79.95 um, for reference.
- The clock root buffer master is sky130_fd_sc_hd__clkbuf_8, for reference.
- The placement-stage worst setup slack is 1.787 ns, for reference.
- The worst hold slack is 0.6518 ns, for reference.
- The core utilization at floorplan is a little under a third, for reference.
- The endpoint of the most critical register-to-register path is count[0]$_DFFE_PP_, for reference.
- The count of endpoints failing setup in the final report is 0, for reference.
- The power report lists cell-internal power as 419.8 uW.
- The total DRC errors in the routed layout is 0, for reference.
- Looking at the critical path, the highest net fanout was 13.
- The met2 demand-to-capacity share in global routing is 17.18%, for reference.
- The tool warning count for the run is 31.
- The CTS tree is built, for reference.
- The final critical delay including setup and external delays is 2.535 ns, for reference.
- The violation tally from detailed-route iteration zero is 35, for reference.
- The power per cell area is ~260 nW/um^2, for reference.
- Setup slack closes at 1.765 ns.
- Per the final report, max-transition violations number 0.
- After its last routability iteration, the placer logged a weighted congestion of 0.8523.
- Per the GRT congestion report, total overflow comes to 0.
- The number of warnings reported in the yosys synthesis log is 1, for reference.
- The via count of the first global-routing pass is 1162, for reference.
- The largest net degree at the start of global routing is 25, for reference.
- The startpoint class of the critical path is a flip-flop, for reference.
- The flow ran to the end, and the final reports show no timing, DRC or antenna violations.
- The power report shows net switching accounting for 16.21% of the total.
- The register area share after synthesis is 46.12%, for reference.
- The worst hold path endpoint is count[23]$_DFFE_PP_, for reference.
- STA shows the worst reg2reg path with a cell count of 6.
- The required time at the worst endpoint is listed as between 4 and 5 ns.
- Looking at hold timing, the worst path starts from count[23]$_DFFE_PP_.
- The summed instance area of the synthesized netlist is 1823 sq um, for reference.
- The number of cell rows is 28, for reference.
- The number of nets with antenna violations after routing is 0, for reference.
- The first global-routing pass estimated 5154 um of wire.
- The core outline area is ~5900 sq um, for reference.
- The total chip power is 501.0 uW, for reference.
- STA classifies the critical path endpoint as a flip-flop.
- After synthesis, the cell types taking the most area are sky130_fd_sc_hd__edfxtp_1 (46%), sky130_fd_sc_hd__xnor2_1 (6.7%), sky130_fd_sc_hd__ha_1 (5.5%).
- For reference, the clock transition at the flip-flops on the worst setup and hold paths is 0.09 ns.
- The highest supply drop recorded on VDD is 0.0001684 V.
- Per the layout report, the design carries ~600 filler cells.
- The portion of total power attributed to combinational logic is 0%, for reference.
- The buffer levels on the longest clock path is 2, for reference.
- At the later pin of the worst-skew pair, clock insertion delay measures 0.27 ns.
- In this run the mean area of a mapped cell was 10.54 sq um.
- The number of synthesized flops with an enable pin is 28, for reference.
- For this run, the leading register cell type out of synthesis is sky130_fd_sc_hd__edfxtp_1.
- The setup clock skew after layout is between 0.004 and 0.005 ns, for reference.
- The HPWL after detailed placement is 2066 um, for reference.
- Synthesis produced 173 cells.
- For this design, the sink count on the clock tree is 28.
- The static power due to leakage is 0.0006902 uW, for reference.
- The worst hold path class is reg -> reg, for reference.
- The startpoint of the lowest-slack register-to-register path is count[17]$_DFFE_PP_, for reference.
- In the synthesis report, Yosys lists the chip area as 1823 sq um.
- Wires add up to a little under 3000 um.
- Setup repair after global routing left no endpoint under its margin.
- The buffer count from post-CTS setup fixing is 0, for reference.
- The I/O pin count is 11, for reference.
## Yosys cell counts (3+ instances only)
cell,instances
sky130_fd_sc_hd__and4_1,3
sky130_fd_sc_hd__buf_4,9
sky130_fd_sc_hd__buf_6,3
sky130_fd_sc_hd__edfxtp_1,28
sky130_fd_sc_hd__ha_1,8
sky130_fd_sc_hd__inv_1,13
sky130_fd_sc_hd__nand2_1,10
sky130_fd_sc_hd__nand3_1,10
sky130_fd_sc_hd__nor2_1,25
sky130_fd_sc_hd__nor3_1,11
sky130_fd_sc_hd__nor4_1,4
sky130_fd_sc_hd__xnor2_1,14
sky130_fd_sc_hd__xor2_1,7
## cell type report
type	count	area [sq um]	share of cell area, %
Multi-Input combinational cell	124	845.8	43.25
Sequential cell	28	840.8	42.99
Tap cell	75	93.84	4.798
Timing Repair Buffer	6	55.05	2.815
Inverter	13	48.80	2.495
Clock buffer	3	41.29	2.111
Clock inverter	1	30.03	1.536
## layer usage
| metal | wire (um) | vias to the layer above |
|---|---|---|
| met4 | 10 | 0 |
| met5 | 0 | - |
| li1 | - | 590 |
| met1 | 1448 | 551 |
| met2 | 1303 | 24 |
| met3 | 144 | 2 |
## per-stage QoR
step                      util (%)  std cells  cell area, sq um
after floorplan                  -        178              1842
after global placement       32.02        246              1884
after detailed placement     32.02        246              1884
after CTS                    33.23        250              1956
after global routing         33.23        250              1956
final                        33.23        250              1956
## logic make-up after synthesis
group           Yosys count  synth area share (%)
simple gates             82                 26.97
flops                    28                 46.12
xor+xnor                 21                 10.09
buf+inv                  26                 8.510
other cells               2                0.4120
fa+ha+maj                 8                 5.491
compound gates            6                 2.402
## power by group through the flow
stage | registers [uW] | clock network, uW | logic [uW]
CTS | 295 | 215 | 0.237
global route | 295 | 221 | 0.441
finish | 295 | 206 | 0.156
## state kept, by name, summed over array words and instances (netlist names)
name,flops
d,1
count,24
state,2
e,1
## critical path, cell delays in order, from the launching register on
cell,delay [ns]
sky130_fd_sc_hd__edfxtp_1,0.48
sky130_fd_sc_hd__nor4_1,0.36
sky130_fd_sc_hd__nand3_1,0.20
sky130_fd_sc_hd__o31ai_1,0.34
sky130_fd_sc_hd__and4_1,0.54
sky130_fd_sc_hd__buf_4,0.28
sky130_fd_sc_hd__nor3_1,0.07
## worst max path at each step
stage | end | slack [ns] | cells after the start
CTS | count[0]$_DFFE_PP_ | 1.76 | 8
global route | count[0]$_DFFE_PP_ | 1.56 | 8
finish | count[0]$_DFFE_PP_ | 1.77 | 6
## cell usage in the layout (no fill, tap or decap), types with 4 or more instances in the layout
master / instances
sky130_fd_sc_hd__conb_1: 7
sky130_fd_sc_hd__edfxtp_1: 28
sky130_fd_sc_hd__xnor2_1: 14
sky130_fd_sc_hd__ha_1: 8
sky130_fd_sc_hd__nand2_1: 10
sky130_fd_sc_hd__clkdlybuf4s50_1: 4
sky130_fd_sc_hd__xor2_1: 7
sky130_fd_sc_hd__nand3_1: 10
sky130_fd_sc_hd__nor2_1: 25
sky130_fd_sc_hd__nor3_1: 11
sky130_fd_sc_hd__nor4_1: 4
sky130_fd_sc_hd__inv_1: 13
Power and IR drop assume default switching activity.
